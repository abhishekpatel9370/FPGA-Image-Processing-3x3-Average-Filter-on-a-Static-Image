==> flow/run.sh <==
#!/bin/bash
# OpenROAD 26Q1-2900-gdf79404cd8, Yosys 0.63+post, stock flow scripts
make -C /OpenROAD-flow-scripts/flow DESIGN_CONFIG=/design/flow/config.mk WORK_HOME=/design/flow/orfs finish
==> flow/config.mk <==
export PLATFORM = sky130hd
export DESIGN_NAME = image_filter_3x3_avg_16x16
export DESIGN_NICKNAME = image_filter_3x3_avg_16x16
export VERILOG_FILES = /design/flow/design.v
export SDC_FILE = /design/flow/constraint.sdc
export NUM_CORES = 4
export LEC_CHECK = 1
export CORE_UTILIZATION = 40
export SYNTH_HDL_FRONTEND = slang
==> flow/constraint.sdc <==
current_design image_filter_3x3_avg_16x16

set clk_period 3.2
set clk_io_pct 0.2

create_clock -name clk0 -period $clk_period [get_ports {clk}]

set non_clock_inputs [all_inputs -no_clocks]
set_input_delay [expr $clk_period * $clk_io_pct] -clock clk0 $non_clock_inputs
set_output_delay [expr $clk_period * $clk_io_pct] -clock clk0 [all_outputs]
==> flow/design.v <==
`timescale 1ns / 1ps
module image_filter_3x3_avg_16x16 (
    input wire clk,
    input wire rst,
    input wire start,
    output reg done,
    output reg [7:0] pixel_out
);
    localparam SIZE = 16;
    localparam TOTAL_PIXELS = SIZE * SIZE;
    reg [7:0] memory [0:TOTAL_PIXELS-1];          
    reg [7:0] filtered_mem [0:TOTAL_PIXELS-1];   
    integer i, j;
    reg [1:0] state;
    localparam IDLE = 0, FILTERING = 1, OUTPUT = 2, DONE_STATE = 3;
    integer filter_i, filter_j;
    integer sum;
    reg [15:0] out_index;
    initial begin
        $readmemh("D:/python image/image hexa.txt", memory);
    end
    always @(posedge clk or posedge rst) begin
        if (rst) begin
            state <= IDLE;
            done <= 0;
            pixel_out <= 0;
            out_index <= 0;
            filter_i <= 1;
            filter_j <= 1;
            for (i = 0; i < TOTAL_PIXELS; i = i + 1)
                filtered_mem[i] <= 0;
        end else begin
            case (state)
                IDLE: begin
                    done <= 0;
                    pixel_out <= 0;
                    out_index <= 0;
                    filter_i <= 1;
                    filter_j <= 1;
                    if (start) begin
                        state <= FILTERING;
                    end
                end
                FILTERING: begin
                    sum = memory[(filter_i-1)*SIZE + (filter_j-1)] + memory[(filter_i-1)*SIZE + filter_j] + memory[(filter_i-1)*SIZE + (filter_j+1)] +
                          memory[filter_i*SIZE + (filter_j-1)]     + memory[filter_i*SIZE + filter_j]     + memory[filter_i*SIZE + (filter_j+1)] +
                          memory[(filter_i+1)*SIZE + (filter_j-1)] + memory[(filter_i+1)*SIZE + filter_j] + memory[(filter_i+1)*SIZE + (filter_j+1)];
                    filtered_mem[filter_i*SIZE + filter_j] <= sum / 9;
                    if (filter_j == SIZE - 2) begin
                        filter_j <= 1;
                        if (filter_i == SIZE - 2) begin
                            filter_i <= 1;
                            state <= OUTPUT;
                            for (i = 0; i < SIZE; i = i + 1) begin
                                filtered_mem[i] <= memory[i];                                    
                                filtered_mem[(SIZE-1)*SIZE + i] <= memory[(SIZE-1)*SIZE + i];    
                                filtered_mem[i*SIZE] <= memory[i*SIZE];                          
                                filtered_mem[i*SIZE + (SIZE-1)] <= memory[i*SIZE + (SIZE-1)];    
                            end
                        end else begin
                            filter_i <= filter_i + 1;
                        end
                    end else begin
                        filter_j <= filter_j + 1;
                    end
                end
                OUTPUT: begin
                    pixel_out <= filtered_mem[out_index];
                    if (out_index == TOTAL_PIXELS - 1) begin
                        done <= 1;
                        state <= DONE_STATE;
                    end else begin
                        out_index <= out_index + 1;
                    end
                end
                DONE_STATE: begin
                    done <= 1;
                    if (!start)
                        state <= IDLE;
                end
                default: state <= IDLE;
            endcase
        end
    end
endmodule
==> node_exporter_impl.prom <==
# HELP chip_impl_metric Metrics from one implementation run
# TYPE chip_impl_metric gauge
chip_impl_metric{name="critical_path_peak_fanout",unit=""} 19
chip_impl_metric{name="synth_area",unit="µm²"} 18300
chip_impl_info{name="ys_top_cells_by_area",value="sky130_fd_sc_hd__dfrtp_1 (46%), sky130_fd_sc_hd__a41o_1 (14%), sky130_fd_sc_hd__mux4_2 (10%), sky130_fd_sc_hd__o21ai_0 (3.0%), sky130_fd_sc_hd__nand2_1 (2.5%)"} 1
chip_impl_metric{name="detail_route.wl_per_cell",unit="µm"} 22.4
chip_impl_metric{name="core_region_area",unit="µm²"} 44600
chip_impl_metric{name="initial_utilization",unit=""} 0.410
chip_impl_metric{name="synth_to_layout_area_growth",unit="%"} 20.4
chip_impl_metric{name="yosys.area_share.xor_xnor",unit=""} 0.0158
chip_impl_metric{name="syn-instance-count",unit=""} 1632
chip_impl_metric{name="port_buffers",unit=""} 10
chip_impl_info{name="topCombFamilyByArea",value="AND-OR/OR-AND gates"} 1
chip_impl_metric{name="power.switching",unit="W"} 0.00196
chip_impl_metric{name="htree_num_levels",unit=""} 2
chip_impl_metric{name="drc_errors",unit=""} 0
chip_impl_metric{name="fillCellCount",unit=""} 3799
chip_impl_metric{name="ys_sh_mux",unit=""} 0.105
chip_impl_metric{name="power.share.clock",unit=""} 0.520
chip_impl_metric{name="floorplan.die_area",unit="µm²"} 46500
chip_impl_metric{name="grt_first_pass_wirelength",unit="µm"} 84400
chip_impl_metric{name="layout.cells.non_filler",unit=""} 2351
chip_impl_metric{name="adder_share",unit=""} 0.0244
chip_impl_metric{name="post_synth.cell_area_avg",unit="µm²"} 11.2
chip_impl_info{name="worst_setup_path_start_kind",value="register"} 1
chip_impl_info{name="rsz0062_at_grt",value="true"} 1
chip_impl_metric{name="synth_cell_types",unit=""} 64
chip_impl_metric{name="detail_route.wirelength",unit="µm"} 52600
chip_impl_metric{name="cts.path.max_buffers",unit=""} 3
chip_impl_metric{name="critPathArrivalTime",unit="ns"} 4.14
chip_impl_metric{name="postSynthSeqShare",unit=""} 0.469
chip_impl_metric{name="timing_hold_violations_final",unit=""} 0
chip_impl_info{name="critPathTopFamily",value="AND-OR/OR-AND gates"} 1
chip_impl_info{name="violations",value="negative setup slack"} 1
chip_impl_metric{name="worst-endpoint-required",unit="ns"} 3.70
chip_impl_metric{name="area.sequential",unit="µm²"} 8570
chip_impl_metric{name="finClkSkew",unit="ns"} 0.0258
chip_impl_metric{name="post_synth_and_or_nand_nor_area_fraction",unit=""} 0.114
chip_impl_metric{name="first_global_vias",unit=""} 14768
chip_impl_info{name="timing.critical_path.mode_cell",value="sky130_fd_sc_hd__clkbuf_16"} 1
chip_impl_info{name="hold_class",value="in -> async"} 1
chip_impl_metric{name="detail_route.first_pass.iterations",unit=""} 5
chip_impl_metric{name="chipHeight",unit="µm"} 216
chip_impl_metric{name="numClockSinks",unit=""} 342
chip_impl_metric{name="enable_flop_cells",unit=""} 0
chip_impl_info{name="yosys-top-cells-count",value="sky130_fd_sc_hd__dfrtp_1 (339), sky130_fd_sc_hd__a41o_1 (256), sky130_fd_sc_hd__nand2_1 (122)"} 1
chip_impl_metric{name="worst_path_largest_cell_delay",unit="ns"} 0.55
chip_impl_metric{name="combGateArea",unit="µm²"} 9010
chip_impl_metric{name="power.share.combinational",unit=""} 0.010
chip_impl_metric{name="power_per_cell_area",unit="nW/µm²"} 419
chip_impl_metric{name="fin_tns_setup",unit="ns"} -101.71
chip_impl_metric{name="global_route.overflow_total",unit=""} 0
chip_impl_metric{name="synth.yosys.warnings",unit=""} 0
chip_impl_metric{name="timing.hold.ws",unit="ns"} 0.432
chip_impl_metric{name="num_io_pins",unit=""} 12
chip_impl_info{name="synth-main-ff-cell",value="sky130_fd_sc_hd__dfrtp_1"} 1
chip_impl_metric{name="power_frac_seq",unit=""} 0.470
chip_impl_info{name="cts.root.buffer_cell",value="sky130_fd_sc_hd__clkbuf_16"} 1
chip_impl_metric{name="power_leakage",unit="nW"} 11.1
chip_impl_metric{name="num_rows",unit=""} 77
chip_impl_info{name="slowest_stage",value="sky130_fd_sc_hd__dfstp_2"} 1
chip_impl_metric{name="finalCritPeriodShare",unit=""} 1.14
chip_impl_metric{name="dp_slack",unit="ns"} -0.703
chip_impl_metric{name="vdd_ir_drop_max",unit="µV"} 476
chip_impl_metric{name="timing.final.max_slew_violations",unit=""} 0
chip_impl_metric{name="max_freq",unit="MHz"} 274
chip_impl_metric{name="yosysCellCount",unit=""} 1632
chip_impl_metric{name="internal-power",unit="W"} 0.00725
chip_impl_metric{name="synthDominantCellAreaShare",unit=""} 0.464
chip_impl_metric{name="worst_max_slew_pin_slew",unit="ns"} 0.863
chip_impl_metric{name="cap_violations",unit=""} 0
chip_impl_metric{name="gr_usage_total",unit=""} 0.239
chip_impl_metric{name="routed_via_density",unit=""} 6.26
chip_impl_metric{name="drtIter0Drc",unit=""} 1212
chip_impl_info{name="cp_cell_sequence",value="ha_4 > inv_2 > fa_2 > nand2b_4 > a211oi_4 > o211ai_1 > a31oi_1 > buf_4 > o2111ai_1 > mux2i_1 > nand4_1 > nor4_4 > buf_6 > clkbuf_16 > clkbuf_16 > a41o_1"} 1
chip_impl_metric{name="synth_chip_area",unit="µm²"} 18300
chip_impl_metric{name="ant_nets",unit=""} 0
chip_impl_metric{name="place.detailed.hpwl",unit="µm"} 34100
chip_impl_metric{name="placed_cells_incl_taps",unit=""} 2257
chip_impl_metric{name="tritoncts.num_buffers",unit=""} 40
chip_impl_metric{name="fraction_of_layout_instances_using_a_drive_strength_above_1",unit=""} 0.220
chip_impl_metric{name="initial_antenna_violation_count",unit=""} 2
chip_impl_info{name="tritoncts",value="done"} 1
chip_impl_metric{name="log.warning_count",unit=""} 35
chip_impl_info{name="synth_top_cell_by_area",value="sky130_fd_sc_hd__dfrtp_1"} 1
chip_impl_metric{name="critical_path.n_buffers_inverters",unit=""} 5
chip_impl_metric{name="p_sw_frac",unit=""} 0.213
chip_impl_info{name="status",value="finished, violations left"} 1
chip_impl_metric{name="flops_latches_synth",unit=""} 342
chip_impl_metric{name="floorplan.die.width",unit="µm"} 216
chip_impl_metric{name="postSynth.asyncResetShare",unit=""} 1.00
chip_impl_info{name="critPathKind",value="reg -> reg"} 1
chip_impl_metric{name="final_cell_area",unit="µm²"} 22000
chip_impl_metric{name="setup-violations-final",unit=""} 256
chip_impl_metric{name="grt_start_max_net_pins",unit=""} 115
chip_impl_metric{name="finalCriticalPeriod",unit="ns"} 3.64
chip_impl_metric{name="cts_hold_repair.buffers",unit=""} 0
chip_impl_metric{name="placed_area",unit="µm²"} 20100
chip_impl_metric{name="timing.final.ws_setup",unit="ns"} -0.444
chip_impl_metric{name="gpl.final_weighted_congestion",unit=""} 0.932
chip_impl_info{name="post-synth-top-count-cell",value="sky130_fd_sc_hd__dfrtp_1"} 1
chip_impl_metric{name="post_synth_ao_oa_area_fraction",unit=""} 0.226
chip_impl_metric{name="clock_insertion_delay_worst_skew",unit="ns"} 0.57
chip_impl_metric{name="clk_transition_reported_paths",unit="ns"} 0.06
chip_impl_metric{name="dr_total_vias",unit=""} 14712
chip_impl_metric{name="relSlewSlack",unit=""} 0.422
chip_impl_info{name="timing.critical_path.to_type",value="register"} 1
-- cells in the final DEF (no fill, tap or decap), types with 6 or more instances in the layout --
cell type / synthesis / routed
sky130_fd_sc_hd__dfrtp_1: 339 / 337
sky130_fd_sc_hd__a41o_1: 256 / 256
sky130_fd_sc_hd__buf_4: 32 / 165
sky130_fd_sc_hd__nand2_1: 122 / 122
sky130_fd_sc_hd__nor2_1: 115 / 114
sky130_fd_sc_hd__o21ai_0: 108 / 105
sky130_fd_sc_hd__mux4_2: 81 / 81
sky130_fd_sc_hd__clkbuf_16: 0 / 48
sky130_fd_sc_hd__nand3_1: 44 / 44
sky130_fd_sc_hd__a21oi_1: 40 / 40
sky130_fd_sc_hd__nand4_1: 33 / 33
sky130_fd_sc_hd__ha_1: 34 / 33
sky130_fd_sc_hd__nor3_1: 28 / 26
sky130_fd_sc_hd__and3_1: 25 / 24
sky130_fd_sc_hd__xor2_1: 22 / 20
sky130_fd_sc_hd__inv_1: 22 / 20
sky130_fd_sc_hd__buf_12: 0 / 18
sky130_fd_sc_hd__a31oi_1: 17 / 17
sky130_fd_sc_hd__nor4_1: 19 / 17
sky130_fd_sc_hd__o31ai_1: 15 / 15
sky130_fd_sc_hd__a21o_1: 15 / 14
sky130_fd_sc_hd__a22o_1: 12 / 12
sky130_fd_sc_hd__nor2b_1: 11 / 11
sky130_fd_sc_hd__clkdlybuf4s50_1: 0 / 10
sky130_fd_sc_hd__clkbuf_1: 108 / 9
sky130_fd_sc_hd__mux2i_1: 8 / 8
sky130_fd_sc_hd__nand2b_1: 9 / 8
sky130_fd_sc_hd__xnor2_1: 11 / 8
sky130_fd_sc_hd__buf_16: 0 / 8
sky130_fd_sc_hd__buf_6: 1 / 8
sky130_fd_sc_hd__or3_1: 7 / 7
sky130_fd_sc_hd__and2_1: 6 / 6
sky130_fd_sc_hd__or2_2: 6 / 6
sky130_fd_sc_hd__clkbuf_8: 0 / 6
sky130_fd_sc_hd__clkinv_2: 0 / 6
-- repair_timing --
action | in CTS | in global routing
endpoints found under the setup margin | 256 | 259
gates cloned | 3 | 7
gates resized | 21 | 18
buffers inserted | 9 | 5
pin swaps | 20 | 19
hold endpoints to repair | 0 | 0
-- kinds of logic after synthesis --
| kind of cell | Yosys count |
|---|---|
| compound gates | 510 |
| other cells | 1 |
| simple gates | 437 |
| flops | 342 |
| mux | 90 |
| fa+ha+maj | 35 |
| buf+inv | 184 |
| xor+xnor | 33 |
-- sequential cells by signal, summed over array words and instances (netlist names) --
register and count:
filter_i 32, filtered_mem 256, pixel_out 1, done 1, filter_j 32, out_index 16, state 4
-- final timing paths --
kind,start,to,slack (ns),cells after the start
worst max-delay path,filter_i[0],filtered_mem[1342],-0.44,16
worst min-delay path,rst,filtered_mem[246],0.43,2
min in group clk0,filtered_mem[1646],filtered_mem[1646],0.46,1
worst min register to register,filtered_mem[1646],filtered_mem[1646],0.46,1
worst max register to register,filter_i[0],filtered_mem[1342],-0.44,16
max in group asynchronous,rst,filtered_mem[1118],1.83,3
-- power by group through the flow --
stage | Sequential, W | Clock (W) | Combinational (W)
CTS | 0.00433 | 0.00488 | 0.000102
global route | 0.00432 | 0.00505 | 0.000114
finish | 0.00433 | 0.00479 | 0.0000958
-- metrics by stage --
| stage | total power (W) | utilization |
|---|---|---|
| 4_1_cts | 0.00931 | 0.487 |
| 3_5_place_dp | 0.00451 | 0.451 |
| 3_3_place_gp | 0.00450 | 0.451 |
| 2_1_floorplan | 0.00447 | - |
| 5_1_grt | 0.00949 | 0.493 |
| 6_report | 0.00921 | 0.493 |
-- final cells by class --
cell class,count,share of cell area
diodes,1,0.000114
clock buffers,56,0.0519
clock inverters,15,0.0110
inverters,22,0.00393
multi-input cells,1106,0.410
flip-flops and latches,342,0.389
well taps,592,0.0337
repair buffers,217,0.100
-- routing by layer --
metal / routed length (µm) / GRT usage
met1: 23800 / 0.371
met2: 22900 / 0.334
met3: 4700 / 0.0884
met4: 1200 / 0.0532
met5: 79 / 0.0115
Power figures rest on the tool's default switching activity, not on a simulated workload.
